==> design.v <==
module prog(adres,out);
input [4:0] adres;
output [31:0] out;
reg [31:0] out;
reg [31:0] pmem [31:0];
always @(*)
begin
	out=pmem[adres];
end
initial
begin
 pmem[0]=32'b10000000010000000000000000000001;
 pmem[1]=32'b10000000100000000000000000000010;
 pmem[2]=32'b10000000110000000000000000000011;
 pmem[3]=32'b10000001000000000000000000000100;
 pmem[4]=32'b10000001010000000000000000000101;
 pmem[5]=32'b10000001100000000000000000000110;
 pmem[6]=32'b10000001110000000000000000000111;
 pmem[7]=32'b10000010000000000000000000001000;
 pmem[8]=32'b10000010010000000000000000001001;
 pmem[9]=32'b10000010100000000000000000001010;
pmem[10]=32'b10000010110000000000000000001011;
pmem[11]=32'b10000011000000000000000000001100;
pmem[12]=32'b10000011010000000000000000001101;
pmem[13]=32'b10000011100000000000000000001110;
pmem[14]=32'b10000011110000000000000000001111;
pmem[15]=32'b10000100000000000000000000010000;
pmem[16]=32'b00101000100000000000000101000010;
pmem[17]=32'b00101000110000000000000101100011;
pmem[18]=32'b00101001000000000000000110000100;
pmem[19]=32'b00101001010000000000000110100101;
pmem[20]=32'b00101001100000000000000111000110;
pmem[21]=32'b00101001110000000000000111100111;
pmem[22]=32'b00101010000000000000001000001000;
end
endmodule
==> run.sh <==
#!/bin/bash
# OpenROAD 26Q1-2900-gdf79404cd8, Yosys 0.63+post, stock flow scripts
make -C /OpenROAD-flow-scripts/flow DESIGN_CONFIG=/design/flow/config.mk WORK_HOME=/design/flow/orfs finish
==> config.mk <==
export PLATFORM = sky130hd
export DESIGN_NAME = prog
export DESIGN_NICKNAME = prog
export VERILOG_FILES = /design/flow/design.v
export SDC_FILE = /design/flow/constraint.sdc
export NUM_CORES = 4
export LEC_CHECK = 1
export CORE_AREA = 10 10 70 70
export DIE_AREA = 0 0 80 80
==> constraint.sdc <==
current_design prog

set clk_period 1.0
set clk_io_pct 0.2

create_clock -name clk0 -period $clk_period

set non_clock_inputs [all_inputs -no_clocks]
set_input_delay [expr $clk_period * $clk_io_pct] -clock clk0 $non_clock_inputs
set_output_delay [expr $clk_period * $clk_io_pct] -clock clk0 [all_outputs]
==> flow_summary.toml <==
# yosys + openroad results
[detailed_routing]
drt_iter0_markers = 11
antennaDiodeCount = 0
vias = 385
routedWlPerCell_um = 11.0
viasPerCell = 3.03
drc_errors = 0
ant_nets = 0
route.final.wire_length_um = 1400
firstDrtPassIters = 2

[pwr]
ir_drop_uv = 75.7
p_per_area_nw_per_um2 = 374
total_power_w = 0.000314
leakage_nw = 0.396

[grt]
antenna_found_initial = 0
grt_pass1_wl_um = 2060
grt_max_degree = 6
grt_usage = 0.0386
gr-total-overflow = 0
first_global_vias = 428

[yosys]
syn_inst = 47
topCombFamilyByArea = "buffers and inverters"
fa_ha_area_frac = 0.211
aoi_share = 0.0845
yosysChipArea_sq_um = 355
synth_area_sq_um = 355
ys_seq_frac = 0
yosys.area_share.simple = 0.134
mux_area_frac = 0.0845
yosys_cells = 47
ys_warn_count = 1
synth_area_per_cell_sq_um = 7.56
synth_cell_types = 15
xor_area_frac = 0

[floorplan]
rows = 21
chipHeight_um = 80
die_w_um = 80
die_area_sq_um = 6400
ios = 37
coreArea_sq_um = 3420
fp_util = 0.104

[critical_path]
required_ns = 0.80
start_kind = "input port"
end_kind = "output pin"
crit_fanout = 3
cp.arrival_ns = 1.11
slowest_stage = "a31o_1"
slowest_delay_ns = 0.20
crit_family = "buffers and inverters"
critPathKind = "input port to output pin"
worst-path-stages = 7
path_buffers = 4
path_cells = "buf_8, buf_6, inv_8, ha_4, and2_4, a31o_1, buf_2"

[place]
dp.cells = 116
preCtsSetupSlack_ns = -1.06
hpwl_um = 1000
globalplace.congestion = 0.723
io_buffers = 23

[sta]
post-route-period-util = 1.31
fin_ws_ns = -0.307
slew_viol_final = 0
finalHoldViolCount = 0
rsz0062_at_grt = "true"
fin_crit_ns = 1.31
hold_slack_ns = 0.682
fmax_mhz = 765
setup_viol = 14

[clocking]
cts_hold_buf = 0

[run_status]
status = "finished with violations"
violations = "negative setup slack"

[cells_and_area]
nClkBuffers = 0
register_area_sq_um = 0
lay_top_cells = "14 x conb_1, 13 x buf_6, 10 x buf_2, 7 x buf_4"
fin_cells = 127
nFlopsAndLatches = 0
area_delta_synth_final_pct = 136
drive_gt1_frac = 0.716
layout_top_cell = "conb_1"

[min_path]
holdCritPathClass = "input port to output pin"
hold_depth = 3

[flow_run]
tool_warnings = 39
maxCapViolCount = 0
## routing by layer
layer | track usage | share of wire | vias up
met2 | 0.0738 | 0.50 | 22
met5 | 0 | 0 | -
met1 | 0.0456 | 0.43 | 177
met3 | 0.00682 | 0.060 | 2
li1 | - | - | 184
met4 | 0 | 0.011 | 0
## tightest hold or removal path: cells and delay by family
family / cells / cell delay (ns)
multiplexers: 1 / 0.08
buffers and inverters: 2 / 0.21
## final timing paths
path | start | end
max | adres[1] | out[2]
min | adres[0] | out[22]
## repair_timing
item / CTS / global route
gates cloned: 0 / 0
endpoints found under the setup margin: 18 / 16
resized: 98 / 17
setup buffers: 6 / 5
pin swaps: 13 / 6
## cell type report
cell class                 count  area (sq um)
tap                           46          57.6
inverter                       3          38.8
multi-input combinational     36           355
fill                         368          2580
timing repair buffer          42           388
## stage by stage
step | setup TNS (ns) | area, sq um | util
6_report | -2.80 | 840 | 0.246
5_1_grt | -3.40 | 840 | 0.246
3_3_place_gp | -16.30 | 637 | 0.186
2_1_floorplan | -0.0239 | 447 | -
3_5_place_dp | -16.44 | 637 | 0.186
4_1_cts | -2.91 | 756 | 0.221
## Yosys cell counts, drive strengths merged
cell type | n | area share
inv | 3 | 0.032
and2 | 2 | 0.035
mux2i | 3 | 0.085
ha | 6 | 0.21
nand2 | 1 | 0.011
o21bai | 1 | 0.021
nor2 | 4 | 0.042
buf | 21 | 0.44
and4 | 1 | 0.028
a21oi | 1 | 0.014
conb | 1 | 0.011
a31o | 2 | 0.049
or2 | 1 | 0.018
## cells by family (layout without fill, tap and decap cells)
kind of cell / Yosys count / count (layout)
simple gates: 9 / 9
fa+ha+maj: 6 / 6
mux: 3 / 3
buf+inv: 24 / 45
other cells: 1 / 14
compound gates: 4 / 4
## power breakdown
part | total [W] | leakage, nW | internal [W] | switching (W)
Combinational | 0.000314 | 0.396 | 0.000197 | 0.000116
Clock | 0 | 0 | 0 | 0
Sequential | 0 | 0 | 0 | 0
Total | 0.000314 | 0.396 | 0.000197 | 0.000116
Power is estimated from default activity; no workload was simulated.
