[design/flow/run.sh]
#!/bin/bash
# OpenROAD 26Q1-2900-gdf79404cd8, Yosys 0.63+post, stock flow scripts
make -C /OpenROAD-flow-scripts/flow DESIGN_CONFIG=/design/flow/config.mk WORK_HOME=/design/flow/orfs finish
[design/flow/config.mk]
export PLATFORM = sky130hd
export DESIGN_NAME = floadd
export DESIGN_NICKNAME = floadd
export VERILOG_FILES = /design/flow/design.v
export SDC_FILE = /design/flow/constraint.sdc
export NUM_CORES = 4
export LEC_CHECK = 1
export CORE_UTILIZATION = 50
[design/flow/constraint.sdc]
current_design floadd

set clk_period 48.0
set clk_io_pct 0.2

create_clock -name clk0 -period $clk_period

set non_clock_inputs [all_inputs -no_clocks]
set_input_delay [expr $clk_period * $clk_io_pct] -clock clk0 $non_clock_inputs
set_output_delay [expr $clk_period * $clk_io_pct] -clock clk0 [all_outputs]
[design/flow/design.v]
module fa(a,b,c,s,co); 
input a,b,c;
output s,co;
assign s=a^b^c;
assign co=(a&b)|(b&c)|(c&a);
endmodule
module ab(a,b,c,s,coo); 
input [3:0]a,b;
input c;
output [3:0]s;
output coo;
wire [2:0]co;
fa f1(a[0],b[0],c,s[0],co[0]);
fa f2(a[1],b[1],co[0],s[1],co[1]);
fa f3(a[2],b[2],co[1],s[2],co[2]);
fa f4(a[3],b[3],co[2],s[3],coo);
endmodule
module bb(a,b,c,s,coo); 
input [7:0]a,b;
input c;
output [7:0]s;
output coo;
wire [3:0]a1,a2,b1,b2,s1,s2;
wire co;
assign a1[0]=a[0];
assign a1[1]=a[1];
assign a1[2]=a[2];
assign a1[3]=a[3];
assign a2[0]=a[4];
assign a2[1]=a[5];
assign a2[2]=a[6];
assign a2[3]=a[7];
assign b1[0]=b[0];
assign b1[1]=b[1];
assign b1[2]=b[2];
assign b1[3]=b[3];
assign b2[0]=b[4];
assign b2[1]=b[5];
assign b2[2]=b[6];
assign b2[3]=b[7];
ab f1(a1,b1,c,s1,co);
ab f2(a2,b2,co,s2,coo);
assign s[0]=s1[0];
assign s[1]=s1[1];
assign s[2]=s1[2];
assign s[3]=s1[3];
assign s[4]=s2[0];
assign s[5]=s2[1];
assign s[6]=s2[2];
assign s[7]=s2[3];
endmodule
module cb(a,b,c,s,coo); 
input [15:0]a,b;
input c;
output [15:0]s;
output coo;
wire co;
bb f1(a[7:0],b[7:0],c,s[7:0],co);
bb f2(a[15:8],b[15:8],co,s[15:8],coo);
endmodule
module db(a,b,c,s,coo); 
input [31:0]a,b;
input c;
output [31:0]s;
output coo;
wire co;
cb f1(a[15:0],b[15:0],c,s[15:0],co);
cb f2(a[31:16],b[31:16],co,s[31:16],coo);
endmodule
module floadd(as,ae,a,bs,be,b,rs,re,r);
input as,bs;
input [7:0]ae,be;
reg [7:0]ae1,be1;
input [22:0]a,b;
output rs;
reg rs;
output [7:0]re;
wire [7:0]re;
reg [7:0]re1;
wire [7:0]re2;
output [22:0]r;
wire [22:0]r;
reg [23:0]r1;
wire [23:0]r2;
wire [7:0]negae,negbe,asb,bsa;
wire s1,s2;
assign negae=~ae;
assign negbe=~be;
bb f1(ae,negbe,1'b1,asb,s1);
bb f2(be,negae,1'b1,bsa,s2);
reg [22:0]b1,a1;
always@(*)
begin
a1=a;
b1=b;
be1=be;
ae1=ae;
if(ae>be)
begin
b1=b>>asb;
a1=a;
be1=ae;
ae1=ae;
end
else
if(be>ae)
begin
a1=a>>bsa;
b1=b;
ae1=be;
be1=be;
end
end
wire s3,s4,s5;
wire [31:0]r5,r6;
bb f5(ae1,8'b0,1'b1,re2,s5);
db f3({8'b0,1'b1,a1},{8'b0,1'b1,b1},1'b0,r5,s3);
db f4({8'b0,1'b1,a1},{8'b1,1'b1,~b1},1'b1,r6,s4);
always@(*)
begin
if(as^bs==0)
begin
rs=as;
r1=r5[23:0];
re1=ae1;
if(r5[24]==1)
begin
r1=r5[24:1];
re1=re2;
end
end
else
begin
re1=ae1;
r1=r6[23:0];
if(r6[24]==1)
rs=1'b0;
else
rs=1'b1;
end
end
sup1 f6(re1,re,r1,r2);
assign r=r2[22:0];
endmodule
module sup1(re1,re,r1,r);
input [7:0]re1;
input [23:0]r1;
output [7:0]re;
wire [7:0]re;
output [23:0]r;
wire [23:0]r;
wire [7:0]re2,re3,re4,re5,re6,re7,re8,re9,re10,re11,re12,re13,re14,re15,re16,re17,re18,re19,re20,re21,re22;
wire [23:0]r2,r3,r4,r5,r6,r7,r8,r9,r10,r11,r12,r13,r14,r15,r16,r17,r18,r19,r20,r21,r22;
sup2 f1(re1,re2,r1,r2);
sup2 f2(re2,re3,r2,r3);
sup2 f3(re3,re4,r3,r4);
sup2 f4(re4,re5,r4,r5);
sup2 f5(re5,re6,r5,r6);
sup2 f6(re6,re7,r6,r7);
sup2 f7(re7,re8,r7,r8);
sup2 f8(re8,re9,r8,r9);
sup2 f9(re9,re10,r9,r10);
sup2 f10(re10,re11,r10,r11);
sup2 f11(re11,re12,r11,r12);
sup2 f12(re12,re13,r12,r13);
sup2 f13(re13,re14,r13,r14);
sup2 f14(re14,re15,r14,r15);
sup2 f15(re15,re16,r15,r16);
sup2 f16(re16,re17,r16,r17);
sup2 f17(re17,re18,r17,r18);
sup2 f18(re18,re19,r18,r19);
sup2 f19(re19,re20,r19,r20);
sup2 f20(re20,re21,r20,r21);
sup2 f21(re21,re22,r21,r22);
sup2 f22(re22,re,r22,r);
endmodule
module sup2(re1,re,r1,r);
input [7:0]re1;
input [23:0]r1;
output [7:0]re;
reg re;
output [23:0]r;
reg r;
wire [7:0]re2;
wire s1;
bb f1(re1,8'b11111111,1'b0,re2,s1);
always@(*)
begin
re=re1;
r=r1;
if(r1[23]!=1)
begin
r=r1<<1;
re=re2;
end
end
endmodule
==> results.py <==
# Metrics from the implementation run
metrics = {
    "outcome": {
        "status": "completed",
    },
    "route": {
        "via_per_inst": 6.22,
        "diodes": 0,
        "wl_per_cell_um": 19.8,
        "drtPass1Iterations": 7,
        "drtAntennaViolNets": 0,
        "drtIter0Drc": 918,
        "postRouteWirelength_mm": 44.8,
        "vias": 14037,
        "drc": 0,
    },
    "run": {
        "maxCapViolCount": 0,
        "warnings": 35,
    },
    "finish": {
        "nClkBuffers": 0,
        "flop-count": 0,
        "synthToLayoutAreaGrowth_pct": 10.7,
        "fin_cells": 2257,
        "flop_area_um2": 0,
        "fillers": 2525,
        "lay_top_count": "nand2_1",
        "layout_top_cells": "307 x nand2_1, 179 x nor2_1, 136 x mux2i_1",
        "final_layout_size_suffix_gt1_share_pct": 10.6,
        "final_core_util_pct": 56.4,
    },
    "floorplan": {
        "fp-row-count": 59,
        "core_area_um2": 26100,
        "die_h_um": 165,
        "fp-utilization_pct": 51.0,
        "die_w_um": 165,
        "floorplan.die_area_um2": 27200,
        "ios": 96,
    },
    "worst_setup_path": {
        "critical_path.startpoint_type": "primary input",
        "end_kind": "output port",
        "cp_max_fo": 8,
        "path_buffers": 11,
        "cp_common_cell": "ha_1",
        "path_class": "primary input to output port",
        "crit_family": "adder cells",
        "slowest_stage": "clkdlybuf4s50_1",
        "cp.arrival_ns": 36.95,
        "cp.required_ns": 38.40,
        "cpPeakStageDelay_ns": 0.51,
    },
    "grt": {
        "grt_pass1_vias": 12912,
        "grt_usage_pct": 34.0,
        "grt_first_pass_wirelength_mm": 70.5,
        "grt_start_max_net_pins": 52,
        "antenna_found_initial": 0,
        "grt_overflow": 0,
    },
    "placed_design": {
        "gp_congestion": 1.00,
        "io_buffers": 96,
        "dp_hpwl_mm": 36.8,
        "dp_cells": 2246,
    },
    "yosys": {
        "synth_seq_share_pct": 0,
        "syn_inst": 1876,
        "ys_area_um2": 13300,
        "yosysTopAreaCell": "ha_1",
        "ys_types": 113,
        "syn_area_um2": 13300,
        "area_leaders": "ha_1 13%, mux2i_1 10%, nand2_1 8.7%, fa_1 8.4%, nor2_1 5.1%",
        "yosys_warnings": 2,
        "top_cell_area_share_pct": 12.5,
        "ys_cells": 1876,
        "syn_area_per_cell_um2": 7.08,
    },
    "pwr": {
        "comb_power_share_pct": 100.0,
        "swShare_pct": 59.4,
        "p_seq_share_pct": 0,
        "clockPowerShare_pct": 0,
        "p_per_area_nw_per_um2": 47.3,
        "peakVddDrop_uv": 24.8,
        "p_sw_uw": 413,
        "p_leak_uw": 0.00647,
        "intPower_uw": 282,
    },
    "sta": {
        "slew_violations": 0,
        "tightest_slew_ns": 0.897,
        "finalCriticalPeriod_ns": 46.55,
        "relSlewSlack_pct": 40.0,
        "tns_ns": 0,
        "finalHoldViolations": 0,
        "max_freq_mhz": 21.5,
        "rsz0062_at_grt": "no",
        "setup_violations": 0,
        "period_used_pct": 97.0,
        "hold-worst-slack_ns": 20.21,
    },
    "worst_hold_path": {
        "worstHoldPathType": "primary input to output port",
    },
}
[Yosys cell counts, types with 9 or more instances]
master and n:
ha_1 133, a21oi_1 127, a211oi_1 20, nand4_1 11
a22oi_1 10, nand2b_1 21, a31oi_1 18, o21ai_0 119
mux2i_1 138, nor2_1 181, xnor2_1 51, o22ai_1 18
o21a_1 14, o31ai_1 13, a21o_1 21, clkbuf_1 54
or3_1 9, o22a_1 9, nand3_1 42, nand2_1 308
and2_1 27, inv_1 74, or2_2 10, mux2_2 26
nor3_1 30, nor2b_1 13, fa_1 56, buf_2 28
o211ai_1 17, xor2_1 26, and3_1 17, o21ai_1 16
[cells by family (layout without fill, tap and decap cells)]
family | count (synthesis) | after routing | synth area share (%)
compound gates | 508 | 508 | 25.7
xor+xnor | 88 | 88 | 6.99
fa+ha+maj | 189 | 189 | 21.0
buf+inv | 179 | 225 | 5.97
mux | 179 | 179 | 14.4
simple gates | 733 | 733 | 26.0
[area by class of cell]
class	instances	area (um^2)	area share (%)
inverters	75	282	1.91
well taps	335	419	2.85
multi-input cells	1697	12600	85.9
repair buffers	150	1370	9.34
[power groups by stage]
stage	registers [uW]	clock network (uW)	logic, uW
after CTS	0	0	677
after global routing	0	0	770
final	0	0	695
[repair_timing]
item                       CTS  global route
buffers inserted             0            10
setup endpoints to repair    0             4
hold buffers                 0             0
resized                      0            31
[per-layer routing]
layer / track usage (%) / vias up / part of all wire [%]
li1: - / 6868 / -
met1: 53.1 / 6539 / 48
met2: 48.7 / 573 / 42
met3: 6.81 / 55 / 8.0
met4: 5.88 / 2 / 1.8
met5: 1.33 / - / 0.10
[per-stage QoR]
stage	setup WS, ns	total power, uW	instance area (um^2)
floorplan	3.36	487	13300
global placement	0.781	670	14500
detailed placement	0.442	673	14500
CTS	0.398	677	14500
global route	0.0138	770	14700
finish	1.45	695	14700
[worst paths after layout]
kind	slack, ns	from	cells after the start	to
hold / removal	20.21	bs	5	rs
setup / recovery	1.45	be[0]	125	re[7]
Power and IR drop assume default switching activity.
